==> design/flow/design.v <==
module s_box (input wire [7:0] in_byte, output wire [7:0] c);
    reg [7:0] sbox_table [0:255];
    initial begin
        sbox_table[8'h00] = 8'h63; sbox_table[8'h01] = 8'h7c; sbox_table[8'h02] = 8'h77; sbox_table[8'h03] = 8'h7b;
        sbox_table[8'h04] = 8'hf2; sbox_table[8'h05] = 8'h6b; sbox_table[8'h06] = 8'h6f; sbox_table[8'h07] = 8'hc5;
        sbox_table[8'h08] = 8'h30; sbox_table[8'h09] = 8'h01; sbox_table[8'h0a] = 8'h67; sbox_table[8'h0b] = 8'h2b;
        sbox_table[8'h0c] = 8'hfe; sbox_table[8'h0d] = 8'hd7; sbox_table[8'h0e] = 8'hab; sbox_table[8'h0f] = 8'h76;
        sbox_table[8'h10] = 8'hca; sbox_table[8'h11] = 8'h82; sbox_table[8'h12] = 8'hc9; sbox_table[8'h13] = 8'h7d;
        sbox_table[8'h14] = 8'hfa; sbox_table[8'h15] = 8'h59; sbox_table[8'h16] = 8'h47; sbox_table[8'h17] = 8'hf0;
        sbox_table[8'h18] = 8'had; sbox_table[8'h19] = 8'hd4; sbox_table[8'h1a] = 8'ha2; sbox_table[8'h1b] = 8'haf;
        sbox_table[8'h1c] = 8'h9c; sbox_table[8'h1d] = 8'ha4; sbox_table[8'h1e] = 8'h72; sbox_table[8'h1f] = 8'hc0;
        sbox_table[8'h20] = 8'hb7; sbox_table[8'h21] = 8'hfd; sbox_table[8'h22] = 8'h93; sbox_table[8'h23] = 8'h26;
        sbox_table[8'h24] = 8'h36; sbox_table[8'h25] = 8'h3f; sbox_table[8'h26] = 8'hf7; sbox_table[8'h27] = 8'hcc;
        sbox_table[8'h28] = 8'h34; sbox_table[8'h29] = 8'ha5; sbox_table[8'h2a] = 8'he5; sbox_table[8'h2b] = 8'hf1;
        sbox_table[8'h2c] = 8'h71; sbox_table[8'h2d] = 8'hd8; sbox_table[8'h2e] = 8'h31; sbox_table[8'h2f] = 8'h15;
        sbox_table[8'h30] = 8'h04; sbox_table[8'h31] = 8'hc7; sbox_table[8'h32] = 8'h23; sbox_table[8'h33] = 8'hc3;
        sbox_table[8'h34] = 8'h18; sbox_table[8'h35] = 8'h96; sbox_table[8'h36] = 8'h05; sbox_table[8'h37] = 8'h9a;
        sbox_table[8'h38] = 8'h07; sbox_table[8'h39] = 8'h12; sbox_table[8'h3a] = 8'h80; sbox_table[8'h3b] = 8'he2;
        sbox_table[8'h3c] = 8'heb; sbox_table[8'h3d] = 8'h27; sbox_table[8'h3e] = 8'hb2; sbox_table[8'h3f] = 8'h75;
        sbox_table[8'h40] = 8'h09; sbox_table[8'h41] = 8'h83; sbox_table[8'h42] = 8'h2c; sbox_table[8'h43] = 8'h1a;
        sbox_table[8'h44] = 8'h1b; sbox_table[8'h45] = 8'h6e; sbox_table[8'h46] = 8'h5a; sbox_table[8'h47] = 8'ha0;
        sbox_table[8'h48] = 8'h52; sbox_table[8'h49] = 8'h3b; sbox_table[8'h4a] = 8'hd6; sbox_table[8'h4b] = 8'hb3;
        sbox_table[8'h4c] = 8'h29; sbox_table[8'h4d] = 8'he3; sbox_table[8'h4e] = 8'h2f; sbox_table[8'h4f] = 8'h84;
        sbox_table[8'h50] = 8'h53; sbox_table[8'h51] = 8'hd1; sbox_table[8'h52] = 8'h00; sbox_table[8'h53] = 8'hed;
        sbox_table[8'h54] = 8'h20; sbox_table[8'h55] = 8'hfc; sbox_table[8'h56] = 8'hb1; sbox_table[8'h57] = 8'h5b;
        sbox_table[8'h58] = 8'h6a; sbox_table[8'h59] = 8'hcb; sbox_table[8'h5a] = 8'hbe; sbox_table[8'h5b] = 8'h39;
        sbox_table[8'h5c] = 8'h4a; sbox_table[8'h5d] = 8'h4c; sbox_table[8'h5e] = 8'h58; sbox_table[8'h5f] = 8'hcf;
        sbox_table[8'h60] = 8'hd0; sbox_table[8'h61] = 8'hef; sbox_table[8'h62] = 8'haa; sbox_table[8'h63] = 8'hfb;
        sbox_table[8'h64] = 8'h43; sbox_table[8'h65] = 8'h4d; sbox_table[8'h66] = 8'h33; sbox_table[8'h67] = 8'h85;
        sbox_table[8'h68] = 8'h45; sbox_table[8'h69] = 8'hf9; sbox_table[8'h6a] = 8'h02; sbox_table[8'h6b] = 8'h7f;
        sbox_table[8'h6c] = 8'h50; sbox_table[8'h6d] = 8'h3c; sbox_table[8'h6e] = 8'h9f; sbox_table[8'h6f] = 8'ha8;
        sbox_table[8'h70] = 8'h51; sbox_table[8'h71] = 8'ha3; sbox_table[8'h72] = 8'h40; sbox_table[8'h73] = 8'h8f;
        sbox_table[8'h74] = 8'h92; sbox_table[8'h75] = 8'h9d; sbox_table[8'h76] = 8'h38; sbox_table[8'h77] = 8'hf5;
        sbox_table[8'h78] = 8'hbc; sbox_table[8'h79] = 8'hb6; sbox_table[8'h7a] = 8'hda; sbox_table[8'h7b] = 8'h21;
        sbox_table[8'h7c] = 8'h10; sbox_table[8'h7d] = 8'hff; sbox_table[8'h7e] = 8'hf3; sbox_table[8'h7f] = 8'hd2;
        sbox_table[8'h80] = 8'hcd; sbox_table[8'h81] = 8'h0c; sbox_table[8'h82] = 8'h13; sbox_table[8'h83] = 8'hec;
        sbox_table[8'h84] = 8'h5f; sbox_table[8'h85] = 8'h97; sbox_table[8'h86] = 8'h44; sbox_table[8'h87] = 8'h17;
        sbox_table[8'h88] = 8'hc4; sbox_table[8'h89] = 8'ha7; sbox_table[8'h8a] = 8'h7e; sbox_table[8'h8b] = 8'h3d;
        sbox_table[8'h8c] = 8'h64; sbox_table[8'h8d] = 8'h5d; sbox_table[8'h8e] = 8'h19; sbox_table[8'h8f] = 8'h73;
        sbox_table[8'h90] = 8'h60; sbox_table[8'h91] = 8'h81; sbox_table[8'h92] = 8'h4f; sbox_table[8'h93] = 8'hdc;
        sbox_table[8'h94] = 8'h22; sbox_table[8'h95] = 8'h2a; sbox_table[8'h96] = 8'h90; sbox_table[8'h97] = 8'h88;
        sbox_table[8'h98] = 8'h46; sbox_table[8'h99] = 8'hee; sbox_table[8'h9a] = 8'hb8; sbox_table[8'h9b] = 8'h14;
        sbox_table[8'h9c] = 8'hde; sbox_table[8'h9d] = 8'h5e; sbox_table[8'h9e] = 8'h0b; sbox_table[8'h9f] = 8'hdb;
        sbox_table[8'ha0] = 8'he0; sbox_table[8'ha1] = 8'h32; sbox_table[8'ha2] = 8'h3a; sbox_table[8'ha3] = 8'h0a;
        sbox_table[8'ha4] = 8'h49; sbox_table[8'ha5] = 8'h06; sbox_table[8'ha6] = 8'h24; sbox_table[8'ha7] = 8'h5c;
        sbox_table[8'ha8] = 8'hc2; sbox_table[8'ha9] = 8'hd3; sbox_table[8'haa] = 8'hac; sbox_table[8'hab] = 8'h62;
        sbox_table[8'hac] = 8'h91; sbox_table[8'had] = 8'h95; sbox_table[8'hae] = 8'he4; sbox_table[8'haf] = 8'h79;
        sbox_table[8'hb0] = 8'he7; sbox_table[8'hb1] = 8'hc8; sbox_table[8'hb2] = 8'h37; sbox_table[8'hb3] = 8'h6d;
        sbox_table[8'hb4] = 8'h8d; sbox_table[8'hb5] = 8'hd5; sbox_table[8'hb6] = 8'h4e; sbox_table[8'hb7] = 8'ha9;
        sbox_table[8'hb8] = 8'h6c; sbox_table[8'hb9] = 8'h56; sbox_table[8'hba] = 8'hf4; sbox_table[8'hbb] = 8'hea;
        sbox_table[8'hbc] = 8'h65; sbox_table[8'hbd] = 8'h7a; sbox_table[8'hbe] = 8'hae; sbox_table[8'hbf] = 8'h08;
        sbox_table[8'hc0] = 8'hba; sbox_table[8'hc1] = 8'h78; sbox_table[8'hc2] = 8'h25; sbox_table[8'hc3] = 8'h2e;
        sbox_table[8'hc4] = 8'h1c; sbox_table[8'hc5] = 8'ha6; sbox_table[8'hc6] = 8'hb4; sbox_table[8'hc7] = 8'hc6;
        sbox_table[8'hc8] = 8'he8; sbox_table[8'hc9] = 8'hdd; sbox_table[8'hca] = 8'h74; sbox_table[8'hcb] = 8'h1f;
        sbox_table[8'hcc] = 8'h4b; sbox_table[8'hcd] = 8'hbd; sbox_table[8'hce] = 8'h8b; sbox_table[8'hcf] = 8'h8a;
        sbox_table[8'hd0] = 8'h70; sbox_table[8'hd1] = 8'h3e; sbox_table[8'hd2] = 8'hb5; sbox_table[8'hd3] = 8'h66;
        sbox_table[8'hd4] = 8'h48; sbox_table[8'hd5] = 8'h03; sbox_table[8'hd6] = 8'hf6; sbox_table[8'hd7] = 8'h0e;
        sbox_table[8'hd8] = 8'h61; sbox_table[8'hd9] = 8'h35; sbox_table[8'hda] = 8'h57; sbox_table[8'hdb] = 8'hb9;
        sbox_table[8'hdc] = 8'h86; sbox_table[8'hdd] = 8'hc1; sbox_table[8'hde] = 8'h1d; sbox_table[8'hdf] = 8'h9e;
        sbox_table[8'he0] = 8'he1; sbox_table[8'he1] = 8'hf8; sbox_table[8'he2] = 8'h98; sbox_table[8'he3] = 8'h11;
        sbox_table[8'he4] = 8'h69; sbox_table[8'he5] = 8'hd9; sbox_table[8'he6] = 8'h8e; sbox_table[8'he7] = 8'h94;
        sbox_table[8'he8] = 8'h9b; sbox_table[8'he9] = 8'h1e; sbox_table[8'hea] = 8'h87; sbox_table[8'heb] = 8'he9;
        sbox_table[8'hec] = 8'hce; sbox_table[8'hed] = 8'h55; sbox_table[8'hee] = 8'h28; sbox_table[8'hef] = 8'hdf;
        sbox_table[8'hf0] = 8'h8c; sbox_table[8'hf1] = 8'ha1; sbox_table[8'hf2] = 8'h89; sbox_table[8'hf3] = 8'h0d;
        sbox_table[8'hf4] = 8'hbf; sbox_table[8'hf5] = 8'he6; sbox_table[8'hf6] = 8'h42; sbox_table[8'hf7] = 8'h68;
        sbox_table[8'hf8] = 8'h41; sbox_table[8'hf9] = 8'h99; sbox_table[8'hfa] = 8'h2d; sbox_table[8'hfb] = 8'h0f;
        sbox_table[8'hfc] = 8'hb0; sbox_table[8'hfd] = 8'h54; sbox_table[8'hfe] = 8'hbb; sbox_table[8'hff] = 8'h16;
    end
    assign c = sbox_table[in_byte];
endmodule
module sub_bytes (input wire [127:0] state_in, output wire [127:0] state_out);
  s_box s_box0 (.in_byte(state_in[127:120]), .c(state_out[127:120]));
  s_box s_box1 (.in_byte(state_in[119:112]), .c(state_out[119:112]));
  s_box s_box2 (.in_byte(state_in[111:104]), .c(state_out[111:104]));
  s_box s_box3 (.in_byte(state_in[103:96]), .c(state_out[103:96]));
  s_box s_box4 (.in_byte(state_in[95:88]), .c(state_out[95:88]));
  s_box s_box5 (.in_byte(state_in[87:80]), .c(state_out[87:80]));
  s_box s_box6 (.in_byte(state_in[79:72]), .c(state_out[79:72]));
  s_box s_box7 (.in_byte(state_in[71:64]), .c(state_out[71:64]));
  s_box s_box8 (.in_byte(state_in[63:56]), .c(state_out[63:56]));
  s_box s_box9 (.in_byte(state_in[55:48]), .c(state_out[55:48]));
  s_box s_box10 (.in_byte(state_in[47:40]), .c(state_out[47:40]));
  s_box s_box11 (.in_byte(state_in[39:32]), .c(state_out[39:32]));
  s_box s_box12 (.in_byte(state_in[31:24]), .c(state_out[31:24]));
  s_box s_box13 (.in_byte(state_in[23:16]), .c(state_out[23:16]));
  s_box s_box14 (.in_byte(state_in[15:8]), .c(state_out[15:8]));
  s_box s_box15 (.in_byte(state_in[7:0]), .c(state_out[7:0]));
endmodule
==> design/flow/run.sh <==
#!/bin/bash
# OpenROAD 26Q1-2900-gdf79404cd8, Yosys 0.63+post, stock flow scripts
make -C /OpenROAD-flow-scripts/flow DESIGN_CONFIG=/design/flow/config.mk WORK_HOME=/design/flow/orfs finish
==> design/flow/config.mk <==
export PLATFORM = sky130hd
export DESIGN_NAME = sub_bytes
export DESIGN_NICKNAME = sub_bytes
export VERILOG_FILES = /design/flow/design.v
export SDC_FILE = /design/flow/constraint.sdc
export NUM_CORES = 4
export LEC_CHECK = 1
export CORE_UTILIZATION = 40
export SYNTH_MEMORY_MAX_BITS = 65536
==> design/flow/constraint.sdc <==
current_design sub_bytes

set clk_period 3.5
set clk_io_pct 0.2

create_clock -name clk0 -period $clk_period

set non_clock_inputs [all_inputs -no_clocks]
set_input_delay [expr $clk_period * $clk_io_pct] -clock clk0 $non_clock_inputs
set_output_delay [expr $clk_period * $clk_io_pct] -clock clk0 [all_outputs]
==> flow_metrics.tcl <==
# metrics dict for downstream scripts
set metrics [dict create \
    cpPeakStageDelay_ps 510 \
    power_per_cell_area_nw_per_um2 161 \
    status "finished with violations" \
    finalMaxSlewViolations 0 \
    ys_cells 8558 \
    critPathMaxFanout 4 \
    hold_path_startpoint "state_in[117]" \
    grt_use_met1_pct 63.0 \
    grt.busiest_layer "met2" \
    grt_pass1_vias 82600 \
    vias 90500 \
    combPwrFrac_pct 100.0 \
    synth_top_area_share_pct 7.53 \
    cts_hold_buf 0 \
    path_cells "buf_12 -> clkinv_8 -> buf_6 -> ha_4 -> buf_6 -> nor2b_4 -> nor3_2 -> a21oi_1 -> mux4_2 -> a2bb2oi_4 -> a221oi_4 -> buf_4 -> buf_6" \
    io_pins 256 \
    warnings 242 \
    syn_to_final_growth_pct 70.9 \
    path_common_cell "buf_6" \
    worst-path-buf-inv 6 \
    die_w_um 367 \
    drive_gt1_share_pct 47.0 \
    drtIter0Drc 14200 \
    final_util_pct 69.1 \
    hold_viol 0 \
    pwr-share-seq_pct 0 \
    cp.arrival_ps 3040 \
    nClkBuffers 0 \
    wl_per_cell_um 26.5 \
    fp-row-count 133 \
    grt_first_pass_wirelength_um 502000 \
    start_kind "primary input" \
    power.share.clock_pct 0 \
    top_cell "o21ai_0" \
    routabilityCongestion 1.16 \
    setup_slack_ps -236 \
    dieArea_um2 135000 \
    syn_area_um2 53300 \
    use_met3_pct 20.4 \
    required_ps 2800 \
    drt_first_pass_iters 13 \
    fin_crit_ps 3740 \
    synth_cell_types 101 \
    leakage_nw 37.9 \
    tightest_slew_ps 728 \
    register_area_um2 0 \
    whs_endpoint "state_out[116]" \
    yosysWarnings 1 \
    ys_seq_share_pct 0 \
    ys_area_um2 53300 \
    synth_cells 8558 \
    core_area_um2 132000 \
    crit_family "buffers and inverters" \
    drc 0 \
    routed_wl_um 340000 \
    crit_type "primary input to output port" \
    slew_headroom_pct 50.8 \
    hold_path_class "primary input to output port" \
    peakVddDrop_mv 0.145 \
    fp-utilization_pct 40.5 \
    switchingPower_mw 7.84 \
    swShare_pct 53.5 \
    grtUsageTotal_pct 47.7 \
    finalSetupViolCount 30 \
    p_int_mw 6.80 \
    drv_cap 0 \
    ys_top_cells_by_count "o21ai_0, a21oi_1, nand2_1, nor2_1, clkbuf_1" \
    dieHeight_um 367 \
    worst_hold_slack_ps 2050 \
    antenna_left 0 \
    yosysTopAreaCell "o21ai_0" \
    antenna_found_initial 14 \
    n_fill_cell 9853 \
    violations "setup timing" \
    top_cells_by_area "o21ai_0, a21oi_1, mux4_2, ha_1, nand2_1" \
    hold_path_depth 5 \
    port_buffers 256 \
    rsz0062_at_grt "true" \
    hpwlAfterDp_um 247000 \
    critical_path.slowest_cell "mux4_2" \
    grtUsageMet2_pct 65.8 \
    seq_cell_count 0 \
    synth_area_per_cell_um2 6.23 \
    grt_overflow 0 \
    finalCritPeriodShare_pct 107 \
    end_kind "output port" \
    viasPerCell 7.04 \
    grt_max_degree 58 \
    fmax_ghz 0.268 \
]
## per-layer routing
layer | up-vias | part of all wire (%)
met3 | 2358 | 17
met2 | 8814 | 39
met1 | 41300 | 36
li1 | 38000 | -
met4 | 22 | 8.0
met5 | - | 0.13
## repair_timing
action | 4_1_cts | 5_1_grt
buffers inserted | 287 | 113
cloned | 17 | 8
resized | 2361 | 751
setup endpoints to repair | 128 | 124
pin swaps | 573 | 397
## layout make-up
cell class,instances,area [um2],share of cell area [%]
Timing Repair Buffer,3657,31900,35.0
Inverter,169,851,0.934
Multi-Input combinational cell,7271,56200,61.6
Antenna cell,8,20.0,0.0220
Tap cell,1755,2200,2.41
## worst max path at each step
stage,from,to,cells past startpoint
final,state_in[32],state_out[34],13
after global routing,state_in[8],state_out[14],14
after CTS,state_in[56],state_out[61],11
## power groups by stage
stage | combinational (mW) | sequential [mW] | clock, mW
after CTS | 13.3 | 0 | 0
final | 14.6 | 0 | 0.000000270
after global routing | 15.2 | 0 | 0.000000268
## stage by stage
stage	setup TNS, ps	setup slack (ps)	power, mW	instance area, um2	instances
floorplan	0	5.94	5.79	53400	8558
detailed placement	-123670	-1700	11.7	77400	12500
global placement	-124160	-1720	11.8	77400	12500
finish	-1690	-236	14.6	91100	12900
CTS	-1480	-189	13.3	87500	12800
global route	-3030	-248	15.2	91100	12900
## cell families after synthesis
family	share of synthesized area (%)
AOI/OAI and AO/OA	45.4
xor gates and xnor gates	0.408
adders and majority gates	5.65
buffers and inverters	10.3
muxes	9.14
and+or+nand+nor	29.1
## cell usage in the layout (no fill, tap or decap), drive strengths merged, types with 94 or more instances in the layout
| cell type | netlist | final |
|---|---|---|
| buf | 549 | 3519 |
| ha | 240 | 240 |
| a21oi | 778 | 778 |
| inv | 145 | 141 |
| a31oi | 204 | 204 |
| nand2 | 704 | 704 |
| o31ai | 115 | 115 |
| mux2i | 99 | 99 |
| nand3 | 323 | 323 |
| a211oi | 227 | 227 |
| mux4 | 155 | 155 |
| nor2 | 694 | 694 |
| o311ai | 170 | 170 |
| and2 | 94 | 94 |
| o211ai | 223 | 223 |
| a311oi | 182 | 182 |
| nor3 | 326 | 326 |
| nor2b | 251 | 251 |
| nand2b | 312 | 312 |
| o21ai | 807 | 807 |
Power is estimated from default activity; no workload was simulated.
